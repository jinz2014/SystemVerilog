<file path="flow/design.v">
module test (
  input clk, rst,
  input s,  
  input [15:0] g_dc, y_dc,   
  output logic [2:0] light1, light2       
);
traffic_light1 traffic_light1 (
  clk, rst, s,
  g_dc, y_dc,
  light1[2], light1[1], light1[0]
);
traffic_light2 traffic_light2 (
  clk, rst, s,
  g_dc, y_dc,
  light2[2], light2[1], light2[0]
);
endmodule
module traffic_light1 (
  input clk, rst,
  input s,  
  input [15:0] g_dc, y_dc,   
  output logic g, y, r       
);
enum logic [2:0] {RED = 3'd1, GREEN = 3'd2, YELLOW = 3'd4} 
state, next;
always @ (posedge clk) begin
  if (rst) state <= RED;
  else state <= next;
end
always @ (*) begin
  next = state;
  case (state)
    RED:    if (s) next = GREEN;
    GREEN:  if (g_dc == 0) next = YELLOW;
    YELLOW: if (y_dc == 0) next = RED;
	 default: next = state;
  endcase
end
always @ (*) begin
  r = 0; g = 0; y = 0;
  unique case (state)
    RED:    r=1; 
    GREEN:  g=1; 
    YELLOW: y=1; 
  endcase
end
endmodule
module traffic_light2 (
  input clk, rst,
  input s,  
  input [15:0] g_dc, y_dc,   
  output logic g, y, r       
);
enum {R = 0, G = 1, Y = 2} state_bit;
enum logic [2:0] {RED = 3'd1 << R, GREEN = 3'd1 << G, YELLOW = 3'd1 << Y} 
state, next;
always @ (posedge clk) begin
  if (rst) state <= RED;
  else state <= next;
end
always @ (*) begin
  next = state;
  unique case (1'b1)
    state[R]: if (s) next = GREEN;
    state[G]: if (g_dc == 0) next = YELLOW;
    state[Y]: if (y_dc == 0) next = RED;
  endcase
end
always @ (*) begin
  r = 0; g = 0; y = 0;
  unique case (1'b1)
    state[R]:    r=1; 
    state[G]:  g=1;
    state[Y]: y=1;
  endcase
end
endmodule
</file>
<file path="flow/run.sh">
#!/bin/bash
# OpenROAD 26Q1-2900-gdf79404cd8, Yosys 0.63+post, stock flow scripts
make -C /OpenROAD-flow-scripts/flow DESIGN_CONFIG=/design/flow/config.mk WORK_HOME=/design/flow/orfs finish
</file>
<file path="flow/config.mk">
export PLATFORM = sky130hd
export DESIGN_NAME = test
export DESIGN_NICKNAME = test
export VERILOG_FILES = /design/flow/design.v
export SDC_FILE = /design/flow/constraint.sdc
export NUM_CORES = 4
export LEC_CHECK = 1
export CORE_AREA = 10 10 70 70
export DIE_AREA = 0 0 80 80
</file>
<file path="flow/constraint.sdc">
current_design test

set clk_period 2.1
set clk_io_pct 0.2

create_clock -name clk0 -period $clk_period [get_ports {clk}]

set non_clock_inputs [all_inputs -no_clocks]
set_input_delay [expr $clk_period * $clk_io_pct] -clock clk0 $non_clock_inputs
set_output_delay [expr $clk_period * $clk_io_pct] -clock clk0 [all_outputs]
</file>
==> Implementation_results.wiki <==
=== Physical design figures ===
{| class="wikitable"
! Metric !! Value
|-
| Post-layout period usage of the worst path || between 80% and 90%
|-
| Clock buffer depth || 2
|-
| Category of the most critical setup path || reg -> out
|-
| Cell Pwr Density || between 400 and 500 nW/um^2
|-
| Max-slew violation count || 0
|-
| IO Count || a little over 40
|-
| Clock buffers created by TritonCTS || 3
|-
| Floorplan utilization || a little over a tenth
|-
| Chip Area || around 6400 sq um
|-
| Routed vias || around 460
|-
| Synthesis Warnings || 2
|-
| Die Y-Extent || 80 um
|-
| Clock root buffer || clkbuf_4
|-
| Number of cell rows || 21
|-
| Signal arrival time at the worst endpoint || ~1300 ps
|-
| IR Drop Worst-Case VDD || between 0.1 and 0.15 mV
|-
| Setup repair after global routing missed its margin || no
|-
| Drt first pass iters || 3
|-
| DR DRC count || 0
|-
| CTS sink cnt || 6
|-
| Buffers inserted during post-CTS setup optimization || 0
|-
| Setup Skew || roughly 0.17 ps
|-
| Count of antenna-violating nets left after detailed routing || 0
|-
| Insertion delay of the later-clocked pin in the worst-skew pair || around 250 ps
|-
| Post-layout min period || roughly 1700 ps
|-
| Critical Path Start Type || flip-flop
|-
| Endpoint type of the worst setup path || output port
|-
| Number of antenna violations at the first check in global routing || 0
|-
| Count of warning messages emitted by the tools || 25
|-
| Routed wire length per instance || ~11 um
|-
| Required time of the critical path || ~1700 ps
|-
| Static leakage power || approximately 0.27 nW
|-
| Number of failing hold endpoints at the final stage || 0
|-
| Count of distinct cell types in the synthesized netlist || 13
|-
| Outcome || complete, no violations
|-
| Normalized max-slew margin || between 80% and 90%
|-
| Number of diodes || 0
|-
| Fraction of final layout cells sized beyond drive strength 1 || under 10%
|-
| Worst hold margin || 487 ps
|-
| Synth-to-Final Area Change || 120%
|-
| Syn Inst Count || approximately 40
|-
| CTS HTree Levels || 1
|-
| Total Power || 0.333 mW
|-
| Worst hold path type || reg -> reg
|-
| Mean instance size in the synthesized netlist || between 9 and 10 sq um
|-
| Post-Place Worst Slack || 394 ps
|-
| Overall fraction of global-route tracks in use || under 10%
|-
| Number of input and output port buffers inserted || about 40
|-
| Final tally of setup violations || 0
|-
| Via count of the first global-routing pass || 576
|-
| Critical-path maximum fanout || 5
|-
| Cell Area, Placed || 776 sq um
|-
| Wire length of the first global-routing pass || 2330 um
|-
| Sequential fraction of the synthesis area || 33.1%
|-
| FF+latch count, synth || 6
|-
| Worst-margin pin slew || approximately 240 ps
|-
| Number of buffers inserted for hold repair after clock tree synthesis || 0
|-
| TritonCTS clock tree || yes
|-
| Routability congestion estimate from global placement || 0.719
|-
| Syn Std Cell Area || 363 sq um
|-
| Final setup TNS || 0 ps
|-
| Max Clock Freq || around 590 MHz
|-
| WL final || ~1400 um
|-
| Most instantiated logic cells after routing || 40 x clkdlybuf4s50_1, 6 x dfxtp_1
|-
| Number of violations reported at the end of detailed-routing iteration 0 || 2
|-
| Worst setup margin || approximately 400 ps
|-
| Most frequent standard cell in the layout excluding fill and tap cells || clkdlybuf4s50_1
|-
| Total global routing overflow || 0
|-
| Number of cells in Yosys stat || roughly 40
|-
| Pin count of the biggest net entering global routing || 8
|-
| Clock transition time at the flip-flop clock pins of the worst setup and hold paths || roughly 50 ps
|-
| Number of maximum-capacitance constraint violations || 0
|-
| Placeable core area || roughly 3400 sq um
|-
| Post-Layout Inst Area || between 700 and 800 sq um
|-
| Yosys chip area || around 360 sq um
|-
| Total of cells resized after clock tree synthesis || 0
|-
| Horizontal extent of the die || ~80 um
|-
| Vias per cell || between 3 and 4
|}
-- cells in the mapped netlist --
| master | count | area [sq um] |
|---|---|---|
| nor4_2 | 4 | 50.1 |
| inv_1 | 4 | 15.0 |
| nor2b_1 | 2 | 12.5 |
| o32ai_1 | 2 | 17.5 |
| and4_1 | 1 | 8.76 |
| dfxtp_1 | 6 | 120 |
| nand4_1 | 1 | 6.26 |
| nand2_1 | 2 | 7.51 |
| a32o_1 | 2 | 20.0 |
| a221o_1 | 2 | 20.0 |
| nor2_1 | 4 | 15.0 |
| nor4_1 | 4 | 25.0 |
| buf_4 | 6 | 45.0 |
-- final timing paths --
| check | startpoint | endpoint | slack [ps] | depth (start not counted) |
|---|---|---|---|---|
| max | traffic_light2.state[2] | light2[0] | 400 | 2 |
| max reg2reg | traffic_light2.state[2] | traffic_light2.state[0] | 1170 | 2 |
| min reg2reg | traffic_light1.state[2] | traffic_light1.state[1] | 490 | 2 |
| min | traffic_light1.state[2] | traffic_light1.state[1] | 490 | 2 |
-- cells by family after synthesis --
group / count (synthesis) / share of synthesized area (%)
AOI/OAI and AO/OA: 6 / 15.9
DFF: 6 / 33.1
buffers and inverters: 10 / 16.5
and+or+nand+nor: 18 / 34.5
-- critical path, cell delays in order (launching register included) --
cell and delay [ps]:
dfxtp_1 340, nor2_1 190, clkdlybuf4s50_1 500
-- layer usage --
layer	global-route usage, %	routed length (um)	share of wire (%)
met3	3.75	253	18
met2	6.18	557	40
met1	4.87	524	38
met4	1.23	48	3.5
met5	0	0	0
-- final cells by class --
| class | count | area, sq um |
|---|---|---|
| tap | 46 | 57.6 |
| timing repair buffer | 40 | 400 |
| sequential | 6 | 120 |
| inverter | 4 | 15.0 |
| multi-input combinational | 24 | 183 |
| fill | 388 | 2620 |
| clock buffer | 3 | 22.5 |
-- power breakdown --
part / switching [mW] / internal, mW / total (mW)
Combinational: 0.0229 / 0.0776 / 0.101
Clock: 0.0421 / 0.0647 / 0.107
Sequential: 0.00445 / 0.122 / 0.126
Total: 0.0694 / 0.264 / 0.333
-- metrics by stage --
step / utilization (%) / cells
4_1_cts: 23.4 / 123
5_1_grt: 23.4 / 123
6_report: 23.4 / 123
3_3_place_gp: 22.7 / 120
3_5_place_dp: 22.7 / 120
2_1_floorplan: - / 40
-- registers in the layout, indices dropped and copies added, names as in the netlist --
register	cells
traffic_light1.state	3
traffic_light2.state	3
No activity file was given, so power comes from the tool's default toggle rates.
